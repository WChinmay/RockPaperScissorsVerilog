===== design/flow/config.mk =====
export PLATFORM = sky130hd
export DESIGN_NAME = mux
export DESIGN_NICKNAME = mux
export VERILOG_FILES = /design/flow/design.v
export SDC_FILE = /design/flow/constraint.sdc
export NUM_CORES = 4
export LEC_CHECK = 1
export CORE_AREA = 10 10 70 70
export DIE_AREA = 0 0 80 80

===== design/flow/constraint.sdc =====
current_design mux

set clk_period 1.3
set clk_io_pct 0.2

create_clock -name clk0 -period $clk_period

set non_clock_inputs [all_inputs -no_clocks]
set_input_delay [expr $clk_period * $clk_io_pct] -clock clk0 $non_clock_inputs
set_output_delay [expr $clk_period * $clk_io_pct] -clock clk0 [all_outputs]

===== design/flow/design.v =====
module mux(
	input logic[2:0] p1, p2,
	input logic[2:0] s,
	output logic[2:0]y);
always_comb
	begin
		if(( (p1[2] == 0) && (p1[1] == 0) && (p1[0] == 0) ) || ( (p2[2] == 0) && (p2[1] == 0) && (p2[0] == 0)) )
			begin
				y = 3'b100;
			end
		else if( ((p1[2] == 1) && (p1[1] == 1) && (p1[0] == 1) )|| ((p2[2] == 1) && (p2[1] == 1) && (p2[0] == 1)))
			begin
				y = 3'b100;
			end
		else if( ((p1[0] == 0) && (p1[1] == 0)) ||
				 ((p1[1] == 0) && (p1[2] == 0)) ||
				 ((p1[0] == 0) && (p1[2] == 0))   )
			begin
				y = 3'b100;
			end
		else if( ((p2[0] == 0) && (p2[1] == 0)) ||
				 ((p2[1] == 0) && (p2[2] == 0)) ||
				 ((p2[0] == 0) && (p2[2] == 0))   )
			begin
				y = 3'b100;
			end
		else if( p1 == p2 )
			begin
				y = 3'b010;
			end
		else if( ((p1[0] == 0) && (p2[2] == 0)) || ((p1[1] == 0) && (p2[0] == 0)) || ((p1[2] == 0) && (p2[1] == 0)) )
			begin
				y = 3'b000;			 
			end
		else
			begin
				y = 3'b001;			 
			end		
	end
endmodule

===== design/flow/run.sh =====
#!/bin/bash
# OpenROAD 26Q1-2900-gdf79404cd8, Yosys 0.63+post, stock flow scripts
make -C /OpenROAD-flow-scripts/flow DESIGN_CONFIG=/design/flow/config.mk WORK_HOME=/design/flow/orfs finish

==> out/results.txt <==
global placer's final weighted congestion -> 0.634
Min Clock Period, post-route -> 1.23 ns
run status -> finished, final reports clean
wire per inst -> 7.16 um
CLK BUF -> 0
startpoint types -> input port
DRT iter0 DRCs -> 11
Die X-Extent -> 80 um
synthesized area per cell -> 8.13 um^2
CP Max Fanout -> 8
yosys stat chip area -> 146 um^2
initial antenna violation count -> 0
die area -> 6400 um^2
MaxCap Viol Count -> 0
Crit path buffers/inverters -> 2
first-pass GRT wire length -> 890 um
vias -> 203
Tot Pwr -> 0.0670 mW
Power Density -> 217 nW/um^2
fin crit share -> 94.7%
final sequential cell count -> 0
Synth Instances -> 18
Area Overhead vs Synth -> 111%
Slew Viols, Final -> 0
Slew Limit Headroom -> 90.1%
Cell Chain, Critical Path -> buf_4 > and3_4 > nor3_2 > nand2_1 > dlygate4sd2_1
Setup Crit Path Kind -> input port to output port
DRT antenna net count -> 0
Slew @ Worst Pin -> 0.149 ns
Ys Warns -> 1
Synth Cell Area -> 146 um^2
Setup crit end kind -> output port
Seq share, synth -> 0%
worst stage delay on the critical path -> 0.24 ns
Filler cells -> 407
crit path DRT -> 1.04 ns
Reg area -> 0 um^2
I/O pins -> 12
WP data arrival -> 0.97 ns
# DRC -> 0
ys cells -> 18
Die Span Y -> 80 um
GR Overflow Total -> 0
Port Buffers -> 9
GR Util All Layers -> 1.64%
Pre-antenna DRT Iters -> 4
Antenna Cells -> 0
core area -> 3420 um^2
share of cells above drive strength 1 -> 56.7%
VDD IR max -> 0.000108 V
RSZ-0062 raised after global routing -> no
tool warnings -> 36
largest net degree at the start of global routing -> 9
Setup-failing EPs final -> 0
critical path's top delay family -> buffers and inverters
Inst Count DP -> 76
Fmax achieved -> 812 MHz
Non-Filler Instances -> 76
DRT Wirelength -> 544 um
num rows -> 21
vias in the first global route -> 191
CP max-delay cell -> dlygate4sd2_1
LEAKAGE -> 0.113 nW
Yosys cell types -> 12
via density per instance -> 2.67
endpoints failing hold -> 0
floorplan utilization -> 4.29%
Hold Crit Class -> input port to output port
## cell usage in the layout (no fill, tap or decap), drive strengths merged, types with 2 or more instances in the layout
master / instances
o211ai: 2
clkbuf: 2
and4bb: 4
o21ai: 2
buf: 9
a21oi: 2
or2b: 2
## synthesized netlist by cell type
library cell | n | area [um^2]
and3_1 | 1 | 6.26
a21oi_1 | 2 | 10.0
a31oi_1 | 1 | 6.26
and4bb_1 | 3 | 37.5
nand2_1 | 1 | 3.75
nand4b_1 | 1 | 8.76
nor3_1 | 1 | 5.00
o22ai_1 | 1 | 6.26
and4bb_2 | 1 | 12.5
o21ai_1 | 2 | 10.0
or2b_1 | 2 | 15.0
o211ai_2 | 2 | 25.0
## where the power goes
part	internal, mW	switching [mW]
clock	0	0
sequential	0	0
combinational	0.0384	0.0286
total	0.0384	0.0286
## logic make-up after synthesis
family | count (synthesis) | synth area share, %
AOI/OAI and AO/OA | 8 | 39.3
and+or+nand+nor | 10 | 60.7
## area by class of cell
cell class	instances	area, um^2	share of cell area (%)
timing repair buffer	12	91.3	29.6
tap	46	57.6	18.6
multi-input combinational	18	160	51.8
## tightest hold or removal path, delay by kind of cell
family	cells	cell delay (ns)
compound gates	1	0.05
buf+inv	2	0.20
simple gates	1	0.09
## through the flow
stage                     cell area, um^2  hold WS (ns)  util (%)  worst slack (ns)  setup TNS, ns
after floorplan                       146         0.587         -             0.394              0
after global placement                317          1.59      9.27            -0.754          -2.10
after detailed placement              317          1.59      9.27            -0.783          -2.19
after CTS                             300         0.894      8.79           -0.0642        -0.0642
after global routing                  309         0.893      9.05           0.00687              0
final                                 309         0.864      9.05            0.0688              0
## layer usage
metal	routed length, um	GRT usage, %	share of wire (%)
met2	145	1.44	27
met3	55	0.455	10
met5	0	0	0
met1	342	3.23	63
met4	0	0	0
## path summary, 6_finish.rpt
kind | startpoint | depth (start not counted) | slack [ns] | to
setup / recovery | p1[1] | 5 | 0.07 | y[2]
hold / removal | p1[2] | 4 | 0.86 | y[1]
## repair_timing
action,CTS,global route
pin swaps,5,2
resized,34,7
endpoints found under the setup margin,3,2
hold buffers,0,0
setup buffers,0,0
No activity file was given, so power comes from the tool's default toggle rates.
