File: design/flow/config.mk
export PLATFORM = sky130hd
export DESIGN_NAME = clock_counter
export DESIGN_NICKNAME = clock_counter
export VERILOG_FILES = /design/flow/design.v
export SDC_FILE = /design/flow/constraint.sdc
export NUM_CORES = 4
export LEC_CHECK = 1
export CORE_AREA = 10 10 81 81
export DIE_AREA = 0 0 91 91
File: design/flow/constraint.sdc
current_design clock_counter

set clk_period 2.0
set clk_io_pct 0.2

create_clock -name clk0 -period $clk_period [get_ports {clk_i}]

set non_clock_inputs [all_inputs -no_clocks]
set_input_delay [expr $clk_period * $clk_io_pct] -clock clk0 $non_clock_inputs
set_output_delay [expr $clk_period * $clk_io_pct] -clock clk0 [all_outputs]
File: design/flow/design.v
module clock_counter(
	input logic clk_i,		 
	input logic reset_n,	 
	output logic clk_o
		);
		logic [13:0] count;	 
		always_ff @ (posedge clk_i, negedge reset_n)			
			begin
				count <= count + 1;	 
				if(!reset_n)  
					begin
						clk_o <= 0;
						count <= 0;
					end
				else
					if(count >= 100)  
						begin		
							clk_o <= ~clk_o;	 
							count <= 0;			 
						end
			end
endmodule
File: design/flow/run.sh
#!/bin/bash
# OpenROAD 26Q1-2900-gdf79404cd8, Yosys 0.63+post, stock flow scripts
make -C /OpenROAD-flow-scripts/flow DESIGN_CONFIG=/design/flow/config.mk WORK_HOME=/design/flow/orfs finish
==> results.json <==
{
  "clock_sinks": 15,
  "totalPowerFinal_mw": 0.579,
  "regArea_um2": 375,
  "die_area_um2": 8280,
  "initCoreUtil": 0.112,
  "top_area_cell": "dfrtp_1",
  "crit_family": "buffers and inverters",
  "required_ns": 1.60,
  "grt_max_degree": 16,
  "slew_headroom": 0.590,
  "grt_overflow": 0,
  "ir_drop_mv": 0.400,
  "fin_util": 0.149,
  "cts_hold_buf": 0,
  "clock_skew_ns": 0.00149,
  "tool_warnings": 27,
  "htreeDepth": 1,
  "clkTransAtPathRegs_ns": 0.06,
  "p_leak_nw": 0.292,
  "synth_cell_types": 18,
  "switchingPower_mw": 0.110,
  "fin_crit_sh": 0.739,
  "setup_viol": 0,
  "drive_gt1_frac": 0.111,
  "ys_area_um2": 542,
  "grt_pass1_vias": 313,
  "drtIter0Drc": 10,
  "power.internal_mw": 0.469,
  "drv_cap": 0,
  "wire_per_inst_um": 5.79,
  "cts_tree": "yes",
  "insertion_delay_ns": 0.24,
  "crit_type": "register to output pin",
  "path_cells": "clkdlybuf4s50_1",
  "worst_hold_slack_ns": 0.475,
  "cp_num_buf_inv": 1,
  "ant_nets": 0,
  "slowest_delay_ns": 0.47,
  "cts_buffer_depth": 2,
  "post_cts_buffers": 0,
  "power_density_nw_per_um2": 807,
  "std_cell_rows": 25,
  "clkPwrFrac": 0.404,
  "status": "complete, no violations",
  "rsz0062_at_grt": "no",
  "wirelength_um": 701,
  "synth_top_area_share": 0.693,
  "ys_ff": 15,
  "cp-start-kind": "register",
  "fillers": 540,
  "drc": 0,
  "clock-root-buffer": "clkbuf_8",
  "grt.busiest_layer": "met2",
  "slowest_stage": "clkdlybuf4s50_1",
  "tightest_slew_ns": 0.613,
  "area_growth_pct": 32.3,
  "syn_area_per_cell_um2": 12.9,
  "pin_count": 3,
  "comb_area_um2": 178,
  "worst-path-max-fanout": 2,
  "num_vias": 301,
  "dr.pass1.iters": 4,
  "grt_pass1_wl_mm": 1.30,
  "pwr-share-comb": 0.039,
  "cp-end-kind": "output pin",
  "netlist_area_um2": 542,
  "maxSlewViolCount": 0,
  "fin_crit_ns": 1.48,
  "dieHeight_um": 91,
  "viasPerCell": 2.49,
  "hold_path.class": "register to register",
  "grt_util_met1": 0.0209,
  "die-width_um": 91,
  "cts.repair.resized": 0,
  "ys_cells": 42,
  "swShare": 0.190,
  "hpwl_um": 517,
  "netlist_instances": 42,
  "yosys_warnings": 1,
  "ys_seq_share": 0.693,
  "gr-usage-all-layers": 0.0185,
  "portBuffers": 2,
  "hp-start": "clk_o",
  "gr-usage-met2": 0.0322,
  "met3_usage": 0.00830,
  "seq_power_share": 0.557,
  "fin_setup_tns_ns": 0,
  "core-area_um2": 4820,
  "area_leaders": "dfrtp_1 69%, ha_1 4.6%, nor2_1 4.2%",
  "cts_made_buffers": 3,
  "finalHoldViolations": 0,
  "crit_start": "clk_o",
  "timing.rr.start": "count[2]",
  "crit_arrival_ns": 1.08,
  "max_freq_mhz": 677,
  "gp_congestion": 0.742,
  "n_antenna_cell": 0,
  "antenna_found_initial": 0
}
[metal layers]
metal / vias to the layer above / part of all wire / wire length (µm)
li1: 153 / - / -
met2: 4 / 0.50 / 354
met1: 144 / 0.44 / 305
met3: 0 / 0.058 / 41
met4: 0 / 0 / 0
met5: - / 0 / 0
[final timing paths]
check	endpoint	slack (ns)	cells past startpoint
min in group asynchronous	count[4]	0.55	1
min	clk_o	0.47	1
max in group asynchronous	count[10]	1.06	1
max	clk_o	0.52	1
min reg2reg	clk_o	0.47	1
max reg2reg	clk_o	0.68	3
[cell families (layout without fill, tap and decap cells)]
kind of cell | count (synthesis) | in the layout | synth area share
and+or+nand+nor | 13 | 13 | 0.122
xor gates and xnor gates | 4 | 4 | 0.0647
adders and majority gates | 2 | 2 | 0.0462
DFF | 15 | 15 | 0.693
AOI/OAI and AO/OA | 4 | 4 | 0.0462
other | 1 | 7 | 0.00692
buffers and inverters | 3 | 9 | 0.0208
[per-stage QoR]
| stage | instances | setup WS, ns | instance area, µm² |
|---|---|---|---|
| 3_3_place_gp | 117 | 0.704 | 668 |
| 3_5_place_dp | 117 | 0.725 | 668 |
| 6_report | 121 | 0.523 | 717 |
| 5_1_grt | 121 | 0.479 | 717 |
| 2_1_floorplan | 48 | 0.823 | 564 |
| 4_1_cts | 121 | 0.498 | 717 |
[power by group through the flow]
stage | sequential, mW | clock [mW] | combinational (mW)
final | 0.322 | 0.234 | 0.0223
after global routing | 0.323 | 0.261 | 0.0264
after CTS | 0.323 | 0.243 | 0.0238
[sequential cells by signal, indices dropped and copies added (netlist names)]
| signal | count |
|---|---|
| count | 14 |
| clk_o | 1 |
[final cells by class]
class                           instances  share of cell area
Multi-Input combinational cell         30               0.248
Inverter                                3              0.0157
Tap cell                               67               0.117
Timing Repair Buffer                    2              0.0279
Clock inverter                          1              0.0105
Sequential cell                        15               0.524
Clock buffer                            3              0.0576
[synth_stat cells]
master / n
dfrtp_1: 15
nor2_1: 6
inv_1: 3
ha_1: 2
xnor2_1: 2
xor2_1: 2
a21oi_1: 1
a31oi_1: 1
and3_2: 1
conb_1: 1
nand2_1: 1
nand3_1: 1
nand3_2: 1
nor3_1: 1
nor4_1: 1
o21ai_0: 1
o311ai_1: 1
or3_1: 1
[placed cells by master, fill, tap and decap left out]
cell	instances
xnor2_1	2
a31oi_1	1
inv_1	3
nor4_1	1
clkinvlp_4	1
conb_1	7
o21ai_0	1
o311ai_1	1
dfrtp_1	15
nand3_2	1
or3_1	1
a21oi_1	1
nand2_1	1
nor3_1	1
nand3_1	1
xor2_1	2
clkbuf_8	3
ha_1	2
and3_2	1
clkdlybuf4s50_1	2
nor2_1	6
Power figures rest on the tool's default switching activity, not on a simulated workload.
